--- design/flow/config.mk ---
export PLATFORM = sky130hd
export DESIGN_NAME = alu
export DESIGN_NICKNAME = alu
export VERILOG_FILES = /design/flow/design.v
export SDC_FILE = /design/flow/constraint.sdc
export NUM_CORES = 4
export LEC_CHECK = 1
export CORE_AREA = 10 10 70 70
export DIE_AREA = 0 0 80 80
--- design/flow/constraint.sdc ---
current_design alu

set clk_period 6.1
set clk_io_pct 0.2

create_clock -name clk0 -period $clk_period

set non_clock_inputs [all_inputs -no_clocks]
set_input_delay [expr $clk_period * $clk_io_pct] -clock clk0 $non_clock_inputs
set_output_delay [expr $clk_period * $clk_io_pct] -clock clk0 [all_outputs]
--- design/flow/design.v ---
module alu(
    input logic clk,
    input logic rst,
    input logic [1:0] op,
    input logic [4:0] A, B,
    output logic [5:0] C
);
    always_comb begin
        case (op)
            2'b00: C = A + B;
            2'b01: C = A - B;
            2'b10: C = ~A;
            2'b11: C = |B;
            default: C = 'x;
        endcase
    end
endmodule
--- design/flow/run.sh ---
#!/bin/bash
# OpenROAD 26Q1-2900-gdf79404cd8, Yosys 0.63+post, stock flow scripts
make -C /OpenROAD-flow-scripts/flow DESIGN_CONFIG=/design/flow/config.mk WORK_HOME=/design/flow/orfs finish
==> flow_summary.ini <==
; generated from flow reports
[clock_network]
hold_buffers = 0
cts_setup_buffers = 0
cts_resized = 0

[floorplan]
die_w_um = 80
dieArea_sq_um = 6400
initial_core_util = 0.105
io_pins = 20
rows = 21
coreArea_sq_um = 3420
fp.dieH_um = 80

[pwr]
seqPwrFrac = 0
power_density_nw_per_um2 = 98.9
p_switching_mw = 0.0232
p_leak_nw = 0.233
switching_share = 0.397
combPwrFrac = 1.000
clockPowerShare = 0
p_int_mw = 0.0353
peakVddDrop_mv = 0.0153

[final_timing]
fin_crit_sh = 0.870
layout_setup_ws_ns = 0.790
fin_crit_ns = 5.31
hold_viol = 0
slew_headroom = 0.744
max_freq_ghz = 0.188
setup_viol = 0
drv_slew = 0
worst_pin_slew_ns = 0.383
rsz0062_at_grt = false
tns_ns = 0

[grt]
grt_first_pass_wirelength_um = 1960
antenna_found_initial = 0
grt_pass1_vias = 438
grt_overflow_total = 0
grt_max_degree = 11
track_usage = 0.0358

[worst_setup_path]
critPathLaunchType = input port
crit_required_ns = 4.88
worstPathArrival_ns = 4.09
path_class = in2out
cp-end-kind = primary output
path_max_fanout = 10

[detailed_routing]
antennaDiodeCount = 0
antenna_left = 0
viasPerCell = 3.61
drt_iter0_markers = 29
wirelength_um = 1180
vias = 393
drcViolationCount = 0
first_pass_iters = 3
wl_per_cell_um = 10.9

[job]
maxCapViolCount = 0
warnings = 34

[placed_design]
place_inst = 109
dp_hpwl_um = 1010
pre_cts_slack_ns = 0.771
place.gp.congestion = 0.695
port_buffers = 18

[logic_synthesis]
synthTopCellsByArea = ha_1, xnor2_1, fa_1, mux2i_1, inv_1
syn_area_per_cell_sq_um = 7.78
synthCells = 46
ys_types = 25
syn-cell-area_sq_um = 358
synth_seq_share = 0
synth_top_cell_by_area = ha_1
netlist.area_leader.share = 0.245
ys_warn_count = 1
yosys_area_sq_um = 358
yosysCellCount = 46

[final_layout]
final_core_util = 0.173
fin_cells = 109
drive_above_1_share = 0.0159
seq_cell_count = 0
clkbuf_count = 0
layout_top_cell = clkdlybuf4s50_1
area_growth_pct = 65.0
most-common-layout-cells = clkdlybuf4s50_1, ha_1, inv_1, xnor2_1
seq_area_sq_um = 0

[worst_hold_path]
hold_class = in2out

[status]
status = completed
-- worst max-delay path: stages --
cell             delay, ns
clkdlybuf4s50_1       0.70
nand2b_1              0.26
mux2i_1               0.34
ha_1                  0.29
nor2b_1               0.14
o21a_1                0.18
o21a_1                0.17
o32ai_1               0.27
clkdlybuf4s50_1       0.52
-- power by group through the flow --
stage | sequential (mW) | combinational (mW) | clock, mW
6_report | 0 | 0.0584 | 0
5_1_grt | 0 | 0.0663 | 0
4_1_cts | 0 | 0.0596 | 0
-- metal layers --
metal / share of wire / GRT usage
met1: 0.39 / 0.0410
met2: 0.55 / 0.0706
met3: 0.057 / 0.00568
met4: 0 / 0
met5: 0 / 0
-- stage by stage --
stage	power [mW]	area [sq um]	hold slack [ns]
2_1_floorplan	0.0300	358	2.48
6_report	0.0584	591	3.43
3_5_place_dp	0.0589	591	3.44
3_3_place_gp	0.0578	591	3.45
5_1_grt	0.0663	591	3.47
4_1_cts	0.0596	591	3.45
-- final cells by class --
class / count / area [sq um]
tap: 46 / 57.6
fill: 391 / 2830
timing repair buffer: 18 / 180
multi-input combinational: 40 / 334
inverter: 5 / 18.8
-- Yosys cell counts (2+ instances only) --
master    instances
o21ai_0           2
mux2i_1           2
ha_1              7
nor3_1            2
xnor2_1           3
o211ai_1          2
nor2b_1           2
nand2b_1          2
o21a_1            2
o22ai_1           2
xor2_1            2
inv_1             5
-- path summary, 6_finish.rpt --
check	slack, ns	to	from	cells after the start
setup / recovery	0.79	C[3]	op[1]	9
hold / removal	3.43	C[2]	A[2]	3
-- cells by family (layout without fill, tap and decap cells) --
logic type | after synthesis | in the layout | synth area share
XOR/XNOR | 5 | 5 | 0.122
multiplexers | 3 | 3 | 0.0874
AND/OR/NAND/NOR | 10 | 10 | 0.157
buffers and inverters | 6 | 23 | 0.0664
adder cells (fa/ha/maj) | 8 | 8 | 0.301
AND-OR/OR-AND | 14 | 14 | 0.266
Power figures rest on the tool's default switching activity, not on a simulated workload.
